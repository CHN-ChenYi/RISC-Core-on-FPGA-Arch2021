==> run.sh <==
#!/bin/bash
# OpenROAD 26Q1-2900-gdf79404cd8, Yosys 0.63+post, stock flow scripts
make -C /OpenROAD-flow-scripts/flow DESIGN_CONFIG=/design/flow/config.mk WORK_HOME=/design/flow/orfs finish
==> config.mk <==
export PLATFORM = sky130hd
export DESIGN_NAME = ExceptionUnit
export DESIGN_NICKNAME = ExceptionUnit
export VERILOG_FILES = /design/flow/design.v
export SDC_FILE = /design/flow/constraint.sdc
export NUM_CORES = 4
export LEC_CHECK = 1
export CORE_UTILIZATION = 50
==> constraint.sdc <==
current_design ExceptionUnit

set clk_period 11.1
set clk_io_pct 0.2

create_clock -name clk0 -period $clk_period [get_ports {clk}]

set non_clock_inputs [all_inputs -no_clocks]
set_input_delay [expr $clk_period * $clk_io_pct] -clock clk0 $non_clock_inputs
set_output_delay [expr $clk_period * $clk_io_pct] -clock clk0 [all_outputs]
==> design.v <==
`timescale 1ns / 1ps
module CSRRegs(
         input clk, rst,
         input[11:0] raddr, waddr,
         input[31:0] wdata,
         input csr_w,
         input[1:0] csr_wsc_mode,
         output[31:0] rdata,
         output[31:0] mstatus,
         input is_trap,
         input is_mret,
         input[31:0] mepc,
         input[31:0] mcause,
         input[31:0] mtval,
         output[31:0] mtvec,
         output[31:0] mepc_o
       );
reg[31:0] CSR [0:15];
wire raddr_valid = raddr[11:7] == 5'h6 && raddr[5:3] == 3'h0;
wire[3:0] raddr_map = (raddr[6] << 3) + raddr[2:0];
wire waddr_valid = waddr[11:7] == 5'h6 && waddr[5:3] == 3'h0;
wire[3:0] waddr_map = (waddr[6] << 3) + waddr[2:0];
assign mstatus = CSR[0];
assign rdata = CSR[raddr_map];
assign mtvec = CSR[5];
assign mepc_o = CSR[9];
always@(posedge clk or posedge rst)
  begin
    if(rst)
      begin
        CSR[0] <= 32'h88;
        CSR[1] <= 0;
        CSR[2] <= 0;
        CSR[3] <= 0;
        CSR[4] <= 32'hfff;
        CSR[5] <= 0;
        CSR[6] <= 0;
        CSR[7] <= 0;
        CSR[8] <= 0;
        CSR[9] <= 0;
        CSR[10] <= 0;
        CSR[11] <= 0;
        CSR[12] <= 0;
        CSR[13] <= 0;
        CSR[14] <= 0;
        CSR[15] <= 0;
      end
    else if (csr_w)
      begin
        case(csr_wsc_mode)
          2'b01:
            CSR[waddr_map] <= wdata;
          2'b10:
            CSR[waddr_map] <= CSR[waddr_map] | wdata;
          2'b11:
            CSR[waddr_map] <= CSR[waddr_map] & ~wdata;
          default:
            CSR[waddr_map] <= wdata;
        endcase
      end
    else if (is_trap)
      begin
        CSR[9] <= mepc;
        CSR[10] <= mcause;
        CSR[11] <= mtval;
        if (CSR[0][3])   
          begin
            CSR[0][7] <= 1'b1;
            CSR[0][3] <= 1'b0;
          end
        else
          begin
            CSR[0][7] <= 1'b0;
            CSR[0][3] <= 1'b0;
          end
        CSR[0][12:11] <= 2'b11;   
      end
    else if (is_mret)
      begin
        CSR[9] <= mepc;
        CSR[10] <= mcause;
        CSR[11] <= mtval;
        CSR[0][3] <= CSR[0][7];
      end
  end
endmodule
`timescale 1ns / 1ps
module ExceptionUnit(
         input clk, rst,
         input csr_rw_in,
         input[1:0] csr_wsc_mode_in,
         input csr_w_imm_mux,
         input[11:0] csr_rw_addr_in,
         input[31:0] csr_w_data_reg,
         input[4:0] csr_w_data_imm,
         output[31:0] csr_r_data_out,
         input interrupt,
         input illegal_inst,
         input l_access_fault,
         input s_access_fault,
         input ecall_m,
         input mret,
         input[31:0] epc_cur,
         input[31:0] epc_next,
         output[31:0] PC_redirect,
         output redirect_mux,
         output reg_FD_flush, reg_DE_flush, reg_EM_flush, reg_MW_flush,
         output RegWrite_cancel
       );
reg[11:0] csr_raddr, csr_waddr;
reg[31:0] csr_wdata;
reg csr_w;
reg[1:0] csr_wsc;
wire[31:0] mstatus;
reg[31:0] mepc, mcause, mtval;
wire[31:0] mtvec, mepc_o;
assign exception = illegal_inst | l_access_fault | s_access_fault | ecall_m;
assign trap = mstatus[3] & (interrupt | exception);
CSRRegs csr(.clk(clk),.rst(rst),.csr_w(csr_w),.raddr(csr_raddr),.waddr(csr_waddr),
            .wdata(csr_wdata),.rdata(csr_r_data_out),.mstatus(mstatus),.csr_wsc_mode(csr_wsc),
            .is_trap(trap),.is_mret(mret),.mepc(mepc),.mcause(mcause),.mtval(mtval),.mtvec(mtvec),.mepc_o(mepc_o));
reg reg_FD_flush_, reg_DE_flush_, reg_EM_flush_, reg_MW_flush_;
reg RegWrite_cancel_;
always @ *
  begin
    if (csr_rw_in)
      begin
        csr_w <= 1;
        csr_wsc <= csr_wsc_mode_in;
        csr_wdata <= csr_w_imm_mux ? csr_w_data_imm : csr_w_data_reg;
        csr_raddr <= csr_rw_addr_in;
        csr_waddr <= csr_rw_addr_in;
      end
    else
      begin
        csr_w <= 0;
        csr_wsc <= 0;
        csr_wdata <= 0;
        csr_raddr <= 0;
        csr_waddr <= 0;
      end
    if (interrupt & mstatus[3])
      begin
        mepc <= epc_next;
        mcause <= 32'h8000000B;   
        mtval <= 0;
      end
    else if (illegal_inst & mstatus[3])
      begin
        mepc <= epc_cur;
        mcause <= 2;
        mtval <= 0;
      end
    else if (l_access_fault & mstatus[3])
      begin
        mepc <= epc_cur;
        mcause <= 5;
        mtval <= 0;
      end
    else if (s_access_fault & mstatus[3])
      begin
        mepc <= epc_cur;
        mcause <= 7;
        mtval <= 0;
      end
    else if (ecall_m & mstatus[3])
      begin
        mepc <= epc_cur;
        mcause <= 11;
        mtval <= 0;
      end
    else if (mret)
      begin
        mepc <= 0;
        mcause <= 0;
        mtval <= 0;
      end
    else
      begin
        mepc <= 0;
        mcause <= 0;
        mtval <= 0;
      end
    if (trap)
      begin
        reg_FD_flush_ = 1;
        reg_DE_flush_ = 1;
        reg_EM_flush_ = 1;
        reg_MW_flush_ = 1;
        RegWrite_cancel_ = 1;
      end
    else
      begin
        reg_FD_flush_ = 0;
        reg_DE_flush_ = 0;
        reg_EM_flush_ = 0;
        reg_MW_flush_ = 0;
        RegWrite_cancel_ = 0;
      end
  end
assign PC_redirect = mret ? mepc_o : mtvec;
assign redirect_mux = mret | trap;
assign reg_FD_flush = reg_FD_flush_;
assign reg_DE_flush = reg_DE_flush_;
assign reg_EM_flush = reg_EM_flush_;
assign reg_MW_flush = reg_MW_flush_;
assign RegWrite_cancel = RegWrite_cancel_;
endmodule
==> results.sh <==
# yosys + openroad results
export IMPL_status="completed"
export IMPL_critical_path_class="input port to primary output"
export IMPL_fin_skew_ns=0.01060
export IMPL_ant_nets=0
export IMPL_antenna_found_initial=1
export IMPL_slew_headroom=0.3097
export IMPL_max_stage_delay_ns=0.70
export IMPL_openroad_warnings=35
export IMPL_numCtsBuffers=55
export IMPL_asyncSetResetFlopFracSynth=1.000
export IMPL_grt_total_usage=0.3745
export IMPL_finalSetupTns_ns=0
export IMPL_grt_pass1_vias=19740
export IMPL_top_area_frac=0.5303
export IMPL_worst_slew_pin_slew_ns=1.028
export IMPL_io_buffers=186
export IMPL_dieArea_um2=47870
export IMPL_min_path_type="flip-flop to flip-flop"
export IMPL_ys_cells=2480
export IMPL_rsz0062_at_grt="no"
export IMPL_power_leakage_uw=0.01174
export IMPL_dpl_hpwl_mm=50.94
export IMPL_drt_iter0_drc=1517
export IMPL_top_register="csr.CSR"
export IMPL_antenna_cells=0
export IMPL_vias=19950
export IMPL_grt_max_degree=120
export IMPL_cp_data_required_time_ns=8.88
export IMPL_synth_cell_area_um2=23500
export IMPL_dp_cells=3112
export IMPL_ios=195
export IMPL_yosys_stat_area_um2=23500
export IMPL_dr_pass1_iters=5
export IMPL_top_area_cell="dfrtp_1"
export IMPL_gp_congestion=0.9639
export IMPL_syn_area_per_cell_um2=9.476
export IMPL_cts_tree="yes"
export IMPL_cp_start_kind="input port"
export IMPL_post_cts_buffers=0
export IMPL_gr_total_overflow=0
export IMPL_initCoreUtil=0.5058
export IMPL_endpoint_kind="primary output"
export IMPL_fin_cells=3215
export IMPL_cp_arrival_ns=6.15
export IMPL_syn2layout_area_growth_pct=17.01
export IMPL_wl_per_cell_um=25.67
export IMPL_drt_total_wl_mm=82.54
export IMPL_cts_buffer_depth=3
export IMPL_lay_top_cells="521 x nand2_1, 498 x dfrtp_1, 398 x o21ai_0, 184 x clkdlybuf4s50_1, 161 x a22oi_1"
export IMPL_yosys_most_used_dff="dfrtp_1"
export IMPL_synth_cell_types=66
export IMPL_drive_above_1_share=0.1024
export IMPL_top_cells_by_area="dfrtp_1 53%, nand2_1 8.5%, o21ai_0 8.5%"
export IMPL_routed_via_density=6.205
export IMPL_cts_root_buf="clkbuf_16"
export IMPL_grt_pass1_wl_mm=123.8
export IMPL_mostFrequentLayoutCell="nand2_1"
export IMPL_crit_chain="clkdlybuf4s50_1, buf_4, and2_1, and2_1, buf_4, a22oi_1, and4_1, a21oi_1, clkdlybuf4s50_1"
export IMPL_ys_seq_frac=0.5459
export IMPL_fmax_mhz=119.5
export IMPL_power_density_nw_per_um2=175.0
export IMPL_timing_final_crit_share=0.7536
export IMPL_synth_edff_count=0
export IMPL_floorplan_die_width_um=218.8
export IMPL_clk_pin_slew_ns=0.06
export IMPL_ys_warn_count=5
export IMPL_max_cap_violations=0
export IMPL_hold_buffers=0
export IMPL_largest_register_ffs=512
export IMPL_clock_sinks=512
export IMPL_core_um2=46460
export IMPL_hold_viol=0
export IMPL_drc=0
export IMPL_syn_inst=2480
export IMPL_slowest_stage="and2_1"
export IMPL_core_rowCount=79
export IMPL_setup_violations=0
export IMPL_period_minus_slack_ns=8.365
export IMPL_clk_latency_ns=0.62
export IMPL_cp_max_fo=28
export IMPL_synth_flops=512
export IMPL_biggestRegsByFlops="csr.CSR: 512 flops"
export IMPL_die_h_um=218.8
export IMPL_drv_slew=0
export IMPL_ir_drop_mv=0.1303
export IMPL_post_cts_resized=0
export IMPL_cts_htree_levels=2
[through the flow]
step	total power, µW	utilization	setup WS, ns	hold slack (ns)	area, µm²
floorplan	2611	-	1.939	0.4429	23500
global placement	2880	0.5505	2.901	0.4526	25580
detailed placement	2904	0.5505	2.857	0.4576	25580
CTS	4831	0.5919	2.849	0.4663	27500
global route	5014	0.5919	2.736	0.4766	27500
finish	4813	0.5919	2.735	0.4636	27500
[cell usage after synthesis (13+ instances only)]
library cell and number:
dfstp_2 14, a21o_1 13, nor2_1 100, o21ai_0 398, nor3_1 23, a22oi_1 161, a221oi_1 29, and3_1 15
a21oi_1 59, clkbuf_1 130, a32oi_2 13, buf_6 22, a22o_1 31, buf_4 22, nand2_1 531, o21ai_1 97
dfrtp_1 498, nand3_1 50, nand4_1 14, mux2_2 33, a31oi_1 37, buf_2 42
[power breakdown]
group	switching (µW)	internal [µW]
Clock	774	1160
Combinational	380	259
Sequential	138	2100
Total	1290	3520
[worst paths after layout]
| check | from | to | slack [ns] | cells after the start |
|---|---|---|---|---|
| min in group asynchronous | rst | csr.CSR[0][0]$_DFFE_PP0P_ | 2.10 | 2 |
| max in group asynchronous | rst | csr.CSR[9][18]$_DFFE_PP0P_ | 6.54 | 5 |
| hold / removal | csr.CSR[4][9]$_DFFE_PP1P_ | csr.CSR[4][9]$_DFFE_PP1P_ | 0.46 | 2 |
| setup reg to reg | csr.CSR[8][20]$_DFFE_PP0P_ | csr.CSR[8][20]$_DFFE_PP0P_ | 8.13 | 5 |
| setup / recovery | csr_rw_in | csr_r_data_out[19] | 2.73 | 9 |
| hold reg to reg | csr.CSR[4][9]$_DFFE_PP1P_ | csr.CSR[4][9]$_DFFE_PP1P_ | 0.46 | 2 |
[area by class of cell]
type / count / area [µm²]
clock buffer: 85 / 1682
inverter: 10 / 41.29
fill: 3900 / 18960
tap: 607 / 759.5
multi-input combinational: 1728 / 9563
timing repair buffer: 255 / 2382
clock inverter: 18 / 239.0
sequential: 512 / 12830
[metal layers]
layer | up-vias | routed length [µm] | GRT usage
met4 | 6 | 2684 | 0.1007
met2 | 937 | 34260 | 0.4978
met3 | 170 | 11640 | 0.1993
met1 | 9798 | 33830 | 0.5548
met5 | - | 135 | 0.02604
li1 | 9039 | - | -
[critical path, delay by kind of cell]
kind,cells,cell delay [ns]
AND/OR/NAND/NOR,3,1.43
buffers and inverters,4,1.88
AND-OR/OR-AND,2,0.58
[cell families (layout without fill, tap and decap cells)]
logic type	count (synthesis)	after routing	share of synthesized area
AND-OR/OR-AND	906	906	0.2439
AND/OR/NAND/NOR	785	785	0.1412
flip-flops	512	512	0.5459
buffers and inverters	240	368	0.05149
multiplexers	37	37	0.01752
Power is estimated from default activity; no workload was simulated.
