**design.v**
```verilog
`timescale 1ns / 1ps
module Branch_Prediction(
         input clk,
         input rst,
         input [7:0] PC_Branch,
         output taken,
         output [7:0] PC_to_take,
         input Branch_ID,
         input J,
         input [7:0] PC_to_branch,
         output refetch
       );
reg taken_IF, taken_ID, refetch_, is_refetch_ed;
reg [7:0] PC_to_take_, PC_to_take_ID;
reg [8-6 + 2 - 1:0] BHT[0:2**6 - 1];
reg [8-6 + 8 - 1:0] BTB[0:2**6 - 1];
wire [6 - 1:0] index_IF;
wire [8-6 - 1:0] tag_IF;
assign index_IF = PC_Branch[6 - 1:0];
assign tag_IF = PC_Branch[7:6];
reg [6 - 1:0] index_ID;
reg [8-6 - 1:0] tag_ID;
reg BHT_Hit_IF, BHT_Hit_ID, BTB_Hit_IF, BTB_Hit_ID;
always@*
  begin
    if (rst)
      begin
        BHT_Hit_IF <= 1'b0;
        taken_IF <= 1'b0;
        BTB_Hit_IF <= 1'b0;
        PC_to_take_ <= 8'b0;
        refetch_ <= 1'b0;
      end
    else
      begin
        if (BHT[index_IF][8-6 + 2 - 1:2] == tag_IF)
          begin
            BHT_Hit_IF <= 1'b1;
            taken_IF <= BHT[index_IF][1];
          end
        else
          begin
            BHT_Hit_IF <= 1'b0;
            taken_IF <= 1'b0;
          end
        if (BTB[index_IF][8-6 + 8 - 1:8] == tag_IF)
          begin
            BTB_Hit_IF <= 1'b1;
            PC_to_take_ <= BTB[index_IF][7:0];
          end
        else
          begin
            BTB_Hit_IF <= 1'b0;
            PC_to_take_ <= 8'b0;
          end
        if (is_refetch_ed || ((taken_ID & BTB_Hit_ID) && Branch_ID && PC_to_branch == PC_to_take_ID)
            || ((~(taken_ID & BTB_Hit_ID)) && (~Branch_ID)))
          begin
            refetch_ <= 1'b0;
          end
        else
          begin
            refetch_ <= 1'b1;
          end
      end
  end
integer i;
always@(posedge clk or posedge rst)
  begin
    if (rst)
      begin
        taken_ID <= 1'b0;
        is_refetch_ed <= 1'b0;
        BHT_Hit_ID <= 1'b0;
        BTB_Hit_ID <= 1'b0;
        index_ID <= 0;
        tag_ID <= 0;
        for (i = 0; i < 2**6; i = i + 1)
          begin
            BHT[i] <= 0;
            BTB[i] <= 0;
          end
      end
    else
      begin
        taken_ID <= taken_IF;
        index_ID <= index_IF;
        tag_ID <= tag_IF;
        BHT_Hit_ID <= BHT_Hit_IF;
        BTB_Hit_ID <= BTB_Hit_IF;
        PC_to_take_ID <= PC_to_take_;
        is_refetch_ed <= refetch_;
        if (Branch_ID)
          begin
            if (BHT_Hit_ID)
              begin
                if (BHT[index_ID][0] == 1'b0)
                  begin
                    BHT[index_ID][0] <= 1'b1;
                  end
                else
                  begin
                    BHT[index_ID][1] <= 1'b1;
                  end
              end
            else
              begin
                BHT[index_ID] <= {tag_ID, 2'b10};
              end
            BTB[index_ID] <= {tag_ID, PC_to_branch};
          end
        else
          begin
            if (BHT_Hit_ID)
              begin
                if (BHT[index_ID][0] == 1'b0)
                  begin
                    BHT[index_ID][1] <= 1'b0;
                  end
                else
                  begin
                    BHT[index_ID][0] <= 1'b0;
                  end
              end
            else if (J)
              begin
                BHT[index_ID] <= {tag_ID, 2'b01};
              end
          end
      end
  end
assign taken = taken_IF & BTB_Hit_IF;
assign refetch = refetch_;
assign PC_to_take = PC_to_take_;
endmodule
```
**run.sh**
```bash
#!/bin/bash
# OpenROAD 26Q1-2900-gdf79404cd8, Yosys 0.63+post, stock flow scripts
make -C /OpenROAD-flow-scripts/flow DESIGN_CONFIG=/design/flow/config.mk WORK_HOME=/design/flow/orfs finish
```
**config.mk**
```make
export PLATFORM = sky130hd
export DESIGN_NAME = Branch_Prediction
export DESIGN_NICKNAME = Branch_Prediction
export VERILOG_FILES = /design/flow/design.v
export SDC_FILE = /design/flow/constraint.sdc
export NUM_CORES = 4
export LEC_CHECK = 1
export CORE_UTILIZATION = 50
```
**constraint.sdc**
```tcl
current_design Branch_Prediction

set clk_period 15.7
set clk_io_pct 0.2

create_clock -name clk0 -period $clk_period [get_ports {clk}]

set non_clock_inputs [all_inputs -no_clocks]
set_input_delay [expr $clk_period * $clk_io_pct] -clock clk0 $non_clock_inputs
set_output_delay [expr $clk_period * $clk_io_pct] -clock clk0 [all_outputs]
```
==> run_results.csv <==
group,metric,value,unit
critical_path,reg2regPathDepth,11,
route,wl,180700,microns
clock_tree,cts-resized-gates,0,
final_layout,ff_latch_area,0.02297,sq mm
critical_path,end_kind,"output pin",
clock_tree,clock-sinks,916,
critical_path,r2r_start,"index_ID[3]",
route,ant_nets,0,
route,vias,31800,
route,routed_via_density,6.854,
floorplan,die_height,291.5,microns
sta,clock_skew,0.02334,ns
route,drtIter0Drc,2833,
clock_tree,cts_tree,"built",
critical_path,critPathLaunchType,"primary input",
clock_tree,ctsHoldBuffers,0,
sta,setup_viol,0,
sta,drv_slew,0,
critical_path,cp.required,12.56,ns
power,power.density,128.3,mW/mm^2
route,firstDrtPassIters,6,
synth,synthCells,3424,
clock_tree,clockRootBuffer,"clkbuf_16",
sta,slew_headroom,0.2558,
floorplan,core-area,0.08250,sq mm
sta,finalClockPeriodUsage,0.6810,
grt,grt.total_usage,0.4543,
placed_design,dp_hpwl,122200,microns
final_layout,drive_above_1_share,0.3498,
synth,synthMostInstantiatedCell,"dfrtp_1",
synth,ff_type,"dfrtp_1",
sta,max_freq,0.09353,GHz
synth,synth_cell_type_count,69,
synth,synth_area_per_cell,12.24,sq um
placed_design,io_buffers,29,
sta,rsz0062_at_grt,"false",
power,ir_worst_vdd,111.0,uV
sta,finalSetupTns,0,ns
grt,grt_pass1_vias,31980,
synth,edf_count,8,
clock_tree,path_clk_slew,0.06,ns
sta,hold_viol,0,
sta,period_minus_slack,10.69,ns
route,drcViolationCount,0,
hold_path,hold_path.class,"flop to flop",
final_layout,comb_area,0.01778,sq mm
synth,ys_seq_frac,0.5478,
placed_design,gp_congestion,1.064,
final_layout,syn_to_final_growth,13.11,%
sta,tightest_slew,1.108,ns
route,wl_per_cell,38.94,microns
clock_tree,insertion_delay,0.68,ns
clock_tree,ctsLongestPathBuffers,3,
clock_tree,numCtsBuffers,99,
hold_path,hold_depth,1,
synth,top_area_frac,0.5421,
floorplan,dieArea,0.08500,sq mm
synth,ys_cells,3424,
final_layout,final_area,0.04741,sq mm
status,status,"complete, no violations",
synth,async_flop_share,0.9913,
critical_path,startpoint,"PC_Branch[1]",
synth,synth_flop_count,916,
placed_design,placed_cell_area,0.04388,sq mm
critical_path,critPathKind,"primary input to output pin",
synth,common_cells,"dfrtp_1 (908), mux2_2 (837), a22oi_1 (335)",
final_layout,fill_cells,6555,
floorplan,die_width,291.5,microns
job,tool_warnings,34,
floorplan,io_pins,30,
floorplan,fp_util,0.5081,
synth,synth_area_leader_cell,"dfrtp_1",
power,p_leak,21.79,nW
grt,antenna_found_initial,8,
synth,synthTopCellsByArea,"dfrtp_1 (54%), mux2_2 (22%), a22oi_1 (6.0%)",
synth,yosys_area,0.04192,sq mm
critical_path,arrival,7.55,ns
critical_path,path_max_fanout,29,
critical_path,reg2reg_to,"BHT[38][1]",
clock_tree,cts_max_level,3,
clock_tree,post_cts_buffers,0,
job,maxCapViolCount,0,
grt,grt_pass1_wl,253100,microns
synth,synth_warnings,3,
grt,grt.overflow.total,0,
floorplan,rows,105,
grt,grt_max_degree,128,
synth,syn_area,0.04192,sq mm
critical_path,reg2reg_slack,10.47,ns
[worst max-delay path: stages]
cell and delay, ns:
clkdlybuf4s50_1 0.47, buf_4 0.32, and4bb_1 0.46, and2_1 0.23
buf_4 0.21, a22oi_1 0.32, nand4_1 0.24, or4_1 0.58
o22ai_1 0.43, o211ai_1 0.18, and4bb_1 0.42, clkdlybuf4s50_1 0.50
[through the flow]
step | worst slack [ns] | utilization | power [W] | std cells | hold WS [ns]
after global routing | 5.060 | 0.5744 | 0.006273 | 4632 | 0.5102
after floorplan | -3.124 | - | 0.003328 | 3424 | 0.3856
after global placement | 5.163 | 0.5318 | 0.003558 | 4449 | 0.4817
after CTS | 5.173 | 0.5744 | 0.006083 | 4632 | 0.4937
final | 5.008 | 0.5747 | 0.006085 | 4640 | 0.4875
after detailed placement | 5.179 | 0.5318 | 0.003584 | 4449 | 0.4841
[worst max-delay path by stage]
stage / slack, ns / to / cells after the start
4_1_cts: 5.17 / taken / 12
5_1_grt: 5.06 / taken / 11
6_report: 5.01 / taken / 12
[layer usage]
metal  track usage  vias up  part of all wire
li1              -    12890                 -
met1        0.6194    16520              0.38
met2        0.5948     1919              0.41
met3        0.2796      465              0.16
met4        0.1927       16             0.055
met5       0.01475        -            0.0014
[cell usage in the layout (no fill, tap or decap), types with 31 or more instances in the layout]
cell type and n:
nor3_1 31, dfrtp_1 906, nor2_1 135, nand4_1 107, mux2_2 837, buf_4 198, o21ai_0 201, a22oi_1 335
nand3_1 164, nand2_1 172, clkbuf_16 101
[power breakdown]
| group | leakage, nW | total (W) | internal, W | switching (W) |
|---|---|---|---|---|
| registers | 12.1 | 0.00294 | 0.00270 | 0.000240 |
| logic | 7.98 | 0.000628 | 0.000287 | 0.000341 |
| clock network | 1.73 | 0.00252 | 0.00151 | 0.00100 |
[kinds of logic after synthesis]
kind of cell / share of synthesized area
AND-OR/OR-AND: 0.09916
AND/OR/NAND/NOR: 0.09486
XOR/XNOR: 0.002299
flip-flops: 0.5478
multiplexers: 0.2271
buffers and inverters: 0.02883
[flip-flops by register name, indices dropped and copies added (netlist names), named ones only]
name and cells:
BTB_Hit_ID 1, tag_ID 2, is_refetch_ed 1, BHT 192, BTB 640, BHT_Hit_ID 1
PC_to_take_ID 8, index_ID 6, taken_ID 1
[cell type report]
cell class	instances	share of cell area
well taps	1070	0.02824
flip-flops and latches	916	0.4844
inverters	5	0.0004750
repair buffers	228	0.03726
clock inverters	47	0.01433
diodes	8	0.0004222
clock buffers	136	0.05988
multi-input cells	2230	0.3750
Power is estimated from default activity; no workload was simulated.
