## ./design.v

```verilog
`timescale 1ns / 1ps
module FU_ALU(
    input clk, EN,
    input[3:0] ALUControl,
    input[31:0] ALUA, ALUB,
    output[31:0] res,
    output zero, overflow,
    output finish
);
    reg state;
    assign finish = state == 1'b1;
    initial begin
        state = 0;
    end
    reg[3:0] Control;
    reg[31:0] A, B;
    always@(posedge clk) begin
        if(EN & ~state) begin  
            A <= ALUA;
            B <= ALUB;
            Control <= ALUControl;
            state <= 1;
        end
        else state <= 0;
    end
    localparam ALU_ADD  = 4'b0001;
    localparam ALU_SUB  = 4'b0010;
    localparam ALU_AND  = 4'b0011;
    localparam ALU_OR   = 4'b0100;
    localparam ALU_XOR  = 4'b0101;
    localparam ALU_SLL  = 4'b0110;
    localparam ALU_SRL  = 4'b0111;
    localparam ALU_SLT  = 4'b1000;
    localparam ALU_SLTU = 4'b1001;
    localparam ALU_SRA  = 4'b1010;
    localparam ALU_Ap4  = 4'b1011;
    localparam ALU_Bout = 4'b1100;
    wire[4:0] shamt = B[4:0];
    wire[32:0] res_subu = {1'b0,A} - {1'b0,B};
    wire[31:0] res_ADD  = A + B;
    wire[31:0] res_SUB  = A - B;
    wire[31:0] res_AND  = A & B;
    wire[31:0] res_OR   = A | B;
    wire[31:0] res_XOR  = A ^ B;
    wire[31:0] res_SLL  = A << shamt;
    wire[31:0] res_SRL  = A >> shamt;
    wire add_of = A[31] & B[31] & ~res_ADD[31] |  
                  ~A[31] & ~B[31] & res_ADD[31];  
    wire sub_of = ~A[31] & B[31] & res_SUB[31] |  
                  A[31] & ~B[31] & ~res_SUB[31];  
    wire[31:0] res_SLT  = {31'b0, res_SUB[31] ^ sub_of};
    wire[31:0] res_SLTU = {31'b0, res_subu[32]};
    wire[31:0] res_SRA  = {{32{A[31]}}, A} >> shamt;
    wire[31:0] res_Ap4  = A + 4;
    wire[31:0] res_Bout = B;
    wire ADD  = Control == ALU_ADD ;
    wire SUB  = Control == ALU_SUB ;
    wire AND  = Control == ALU_AND ;
    wire OR   = Control == ALU_OR  ;
    wire XOR  = Control == ALU_XOR ;
    wire SLL  = Control == ALU_SLL ;
    wire SRL  = Control == ALU_SRL ;
    wire SLT  = Control == ALU_SLT ;
    wire SLTU = Control == ALU_SLTU;
    wire SRA  = Control == ALU_SRA ;
    wire Ap4  = Control == ALU_Ap4 ;
    wire Bout = Control == ALU_Bout;
    assign zero = ~|res;
    assign overflow = (Control == ALU_ADD && add_of) | 
                    (Control == ALU_SUB && sub_of);
    assign res = {32{ADD }} & res_ADD  |
                 {32{SUB }} & res_SUB  |
                 {32{AND }} & res_AND  |
                 {32{OR  }} & res_OR   |
                 {32{XOR }} & res_XOR  |
                 {32{SLL }} & res_SLL  |
                 {32{SRL }} & res_SRL  |
                 {32{SLT }} & res_SLT  |
                 {32{SLTU}} & res_SLTU |
                 {32{SRA }} & res_SRA  |
                 {32{Ap4 }} & res_Ap4  |
                 {32{Bout}} & res_Bout ;
endmodule
```

## ./run.sh

```bash
#!/bin/bash
# OpenROAD 26Q1-2900-gdf79404cd8, Yosys 0.63+post, stock flow scripts
make -C /OpenROAD-flow-scripts/flow DESIGN_CONFIG=/design/flow/config.mk WORK_HOME=/design/flow/orfs finish
```

## ./config.mk

```make
export PLATFORM = sky130hd
export DESIGN_NAME = FU_ALU
export DESIGN_NICKNAME = FU_ALU
export VERILOG_FILES = /design/flow/design.v
export SDC_FILE = /design/flow/constraint.sdc
export NUM_CORES = 4
export LEC_CHECK = 1
export CORE_UTILIZATION = 30
```

## ./constraint.sdc

```tcl
current_design FU_ALU

set clk_period 14.1
set clk_io_pct 0.2

create_clock -name clk0 -period $clk_period [get_ports {clk}]

set non_clock_inputs [all_inputs -no_clocks]
set_input_delay [expr $clk_period * $clk_io_pct] -clock clk0 $non_clock_inputs
set_output_delay [expr $clk_period * $clk_io_pct] -clock clk0 [all_outputs]
```

==> results_tabular.tex <==
% Synthesis and place-and-route results
\begin{tabular}{lr}
\hline
Metric & Value \\
\hline
\multicolumn{2}{l}{\textbf{Routing}} \\
\quad Pre-Repair DR Iteration Count & 5 \\
\quad Count of antenna-violating nets left after detailed routing & 0 \\
\quad Detail-routed net length per standard cell & 32.53 microns \\
\quad Detailed-route DRC error count & 0 \\
\quad Detailed Route WL & 72.52 mm \\
\quad Vias & 14,490 \\
\quad Starting DRC count in detailed routing & 1,511 \\
\quad Via count normalized by instance count & 6.500 \\
\multicolumn{2}{l}{\textbf{Logic synthesis}} \\
\quad Top-area cell share & 0.1581 \\
\quad Yosys cell count & 1,642 \\
\quad Ys async rst share & 0 \\
\quad Top cell types by occurrence after synthesis & sky130\_fd\_sc\_hd\_\_nor2\_1 (172), sky130\_fd\_sc\_hd\_\_nand2\_1 (138), sky130\_fd\_sc\_hd\_\_a21oi\_1 (107), sky130\_fd\_sc\_hd\_\_inv\_1 (101), sky130\_fd\_sc\_hd\_\_o21ai\_0 (100) \\
\quad Synthesized cell area & 12,920 sq um \\
\quad Average size of a mapped cell & 7.867 sq um \\
\quad Post-synth seq share & 0.1596 \\
\quad Chip area line of the yosys report & 12,920 sq um \\
\quad Biggest area contributors in the synthesized netlist & sky130\_fd\_sc\_hd\_\_edfxtp\_1 (16\%), sky130\_fd\_sc\_hd\_\_mux4\_2 (10\%), sky130\_fd\_sc\_hd\_\_ha\_1 (9.6\%), sky130\_fd\_sc\_hd\_\_nor2\_1 (5.0\%), sky130\_fd\_sc\_hd\_\_mux2i\_1 (4.2\%) \\
\quad Post-synth tally of flip-flops with integrated enable & 68 \\
\quad Synth flops & 69 \\
\quad Instance tally after logic synthesis & 1,642 \\
\quad Unique cell type count in the Yosys netlist & 88 \\
\quad Warning count from the yosys run & 1 \\
\quad Dominant register cell & sky130\_fd\_sc\_hd\_\_edfxtp\_1 \\
\quad Cell with the most instances after synthesis & sky130\_fd\_sc\_hd\_\_nor2\_1 \\
\quad Largest area contributor in the synthesized netlist & sky130\_fd\_sc\_hd\_\_edfxtp\_1 \\
\multicolumn{2}{l}{\textbf{GRT}} \\
\quad Overall overflow remaining after global route & 0 \\
\quad Pin count of the biggest net entering global routing & 54 \\
\quad Number of global-route vias before repair & 13,870 \\
\quad Number of antenna violations at the first check in global routing & 1 \\
\quad First-pass GRT wire length & 103.6 mm \\
\quad Overall fraction of global-route tracks in use & 0.3388 \\
\multicolumn{2}{l}{\textbf{Floorplan}} \\
\quad Chip footprint & 43,890 sq um \\
\quad Number of primary I/O pins & 105 \\
\quad Core area & 42,230 sq um \\
\quad Die outline width & 209.5 microns \\
\quad Standard-cell row count & 75 \\
\quad Vertical die dimension & 209.5 microns \\
\quad Floorplan-stage core utilization & 0.3059 \\
\multicolumn{2}{l}{\textbf{Outcome}} \\
\quad Status & finished, final reports clean \\
\multicolumn{2}{l}{\textbf{Final layout}} \\
\quad Non-filler instance count after layout & 2,229 \\
\quad Fill cell total of the finished layout & 4,404 \\
\quad Area growth, synth to finish & 15.52\% \\
\quad Fraction of final layout cells sized beyond drive strength 1 & 0.1166 \\
\multicolumn{2}{l}{\textbf{Critical path}} \\
\quad Sort of element at the end of the critical path & output pin \\
\quad Reg-to-reg startpoint & state \\
\quad Crit path DRT & 11.28 ns \\
\quad Setup crit start & B[1] \\
\quad Slowest stage delay, CP & 0.59 ns \\
\quad Type of element launching the critical path & register \\
\quad FF-to-FF path depth & 3 \\
\quad Worst reg-to-reg setup slack & 12.31 ns \\
\quad Cell-by-cell trace of the critical path & buf\_4 > inv\_1 > buf\_4 > ha\_1 > or2\_2 > a211oi\_1 > o211ai\_1 > nand2\_1 > a41oi\_1 > a221oi\_1 > o221ai\_1 > or4\_1 > or4\_1 > or4\_1 > nor4\_2 > clkdlybuf4s50\_1 \\
\quad Most prevalent standard cell on the critical path & sky130\_fd\_sc\_hd\_\_or4\_1 \\
\quad Worst setup path category & register to output pin \\
\quad Top fanout value on the critical path & 43 \\
\quad Slowest-stage cell, CP & sky130\_fd\_sc\_hd\_\_or4\_1 \\
\quad Worst endpoint data arrival time & 6.68 ns \\
\multicolumn{2}{l}{\textbf{STA}} \\
\quad Setup repair after global routing missed its margin & false \\
\quad F\_max & 105.3 MHz \\
\quad Crit share post-route & 0.6736 \\
\quad Setup TNS Final & 0 ns \\
\quad Count of endpoints failing hold in the final timing report & 0 \\
\quad Count of endpoints failing setup in the final report & 0 \\
\quad Worst-Margin Slew & 1.015 ns \\
\quad Final setup skew & 0.007046 ns \\
\quad Final number of max-transition violations & 0 \\
\quad Time the final worst path needs with I/O delays and setup & 9.498 ns \\
\quad Slew margin rel. & 0.3161 \\
\multicolumn{2}{l}{\textbf{Clock tree}} \\
\quad Number of clock sinks & 69 \\
\quad Number of post-CTS setup repair buffers & 0 \\
\quad Hold-fix buffer count after cts & 0 \\
\quad Number of buffers inserted during clock tree synthesis & 9 \\
\quad Maximum root-to-sink buffer count & 2 \\
\quad CTS-repair resized insts & 0 \\
\quad Root Buffer Master & sky130\_fd\_sc\_hd\_\_clkbuf\_16 \\
\quad CTS tree & built \\
\quad Clock network latency to the later pin of the worst-skew pair & 0.39 ns \\
\quad Register clock-pin slew on the reported worst setup and hold paths & 0.07 ns \\
\quad H-tree levels & 3 \\
\multicolumn{2}{l}{\textbf{Placement}} \\
\quad Number of placed cells counting well taps & 2,212 \\
\quad HPWL after detailed placement & 55.42 mm \\
\quad Routability congestion estimate from global placement & 1.051 \\
\quad Number of buffers inserted by port buffering & 104 \\
\multicolumn{2}{l}{\textbf{Power and ir drop}} \\
\quad Leakage & 5.666 nW \\
\quad Cell area power density & 70.08 nW/um\^{}2 \\
\quad Worst-case vdd ir drop & 44.55 uV \\
\multicolumn{2}{l}{\textbf{Worst hold path}} \\
\quad Hold Crit Class & register to register \\
\quad Worst hold path cell count & 2 \\
\quad Startpoint of the tightest hold check path & state \\
\multicolumn{2}{l}{\textbf{Job}} \\
\quad Log Warnings & 91 \\
\quad Maximum capacitance violations & 0 \\
\hline
\end{tabular}
-- critical path: cells and delay by family, from the launching register on --
kind                     cells  cell delay [ns]
AND-OR/OR-AND                5             1.72
buffers and inverters        4             1.39
AND/OR/NAND/NOR              6             2.41
adder cells (fa/ha/maj)      1             0.38
flip-flops                   1             0.36
-- layout make-up --
class	instances	area, sq um	share of cell area
multi-input combinational	1328	9916	0.6645
sequential	69	2062	0.1382
timing repair buffer	171	1544	0.1035
tap	539	674.4	0.04520
inverter	105	394.1	0.02641
clock buffer	9	225.2	0.01509
clock inverter	7	103.9	0.006960
antenna	1	2.502	0.0001677
-- placed cells by master (no fill, tap or decap), types with 49 or more instances in the layout --
cell / Yosys / routed
sky130_fd_sc_hd__edfxtp_1: 68 / 68
sky130_fd_sc_hd__clkdlybuf4s50_1: 0 / 104
sky130_fd_sc_hd__a21oi_1: 107 / 107
sky130_fd_sc_hd__buf_4: 4 / 67
sky130_fd_sc_hd__nand3_1: 49 / 49
sky130_fd_sc_hd__nor2_1: 172 / 172
sky130_fd_sc_hd__inv_1: 101 / 101
sky130_fd_sc_hd__nand2_1: 138 / 138
sky130_fd_sc_hd__o21ai_0: 100 / 100
sky130_fd_sc_hd__mux2i_1: 54 / 54
sky130_fd_sc_hd__mux4_2: 58 / 58
sky130_fd_sc_hd__ha_1: 99 / 99
-- layer usage --
layer | GRT usage | vias to the layer above | share of wire
li1 | - | 6313 | -
met4 | 0.09539 | 4 | 0.036
met1 | 0.4946 | 7189 | 0.43
met3 | 0.09124 | 133 | 0.097
met2 | 0.4972 | 850 | 0.43
met5 | 0.02670 | - | 0.0025
-- flip-flops by register name, indices dropped and copies added, names as in the netlist --
signal   count
state        1
Control      4
A           32
B           32
-- kinds of logic (layout without fill, tap and decap cells) --
group,after synthesis,in the layout,synth area share
AND-OR/OR-AND,497,497,0.2633
XOR/XNOR,37,37,0.02509
adder cells (fa/ha/maj),101,101,0.09899
buffers and inverters,245,292,0.07584
flip-flops,69,69,0.1596
multiplexers,137,137,0.1685
other,0,1,0
AND/OR/NAND/NOR,556,556,0.2086
-- power by group --
group	internal, W	switching [W]	total (W)
clock	0.000157	0.000115	0.000273
combinational	0.000198	0.000309	0.000507
sequential	0.000240	0.0000266	0.000266
-- path summary, 6_finish.rpt --
path / endpoint
hold / removal: state
setup / recovery: zero
hold reg to reg: state
setup reg to reg: B[10]
-- metrics by stage --
| stage | setup WS (ns) | hold slack, ns | area [sq um] | power [W] | utilization |
|---|---|---|---|---|---|
| after floorplan | 5.900 | 1.354 | 12920 | 0.0005507 | - |
| after global placement | 5.106 | 0.7840 | 14590 | 0.0007662 | 0.3455 |
| after detailed placement | 5.066 | 0.8051 | 14590 | 0.0007608 | 0.3455 |
| after CTS | 4.625 | 0.8145 | 14920 | 0.001044 | 0.3533 |
| after global routing | 4.319 | 0.8502 | 14920 | 0.001089 | 0.3533 |
| final | 4.602 | 0.7926 | 14920 | 0.001046 | 0.3534 |
Power and IR drop assume default switching activity.
